File: flow/design.v
`timescale 1ns / 1ps
module cy_rx(
    input rst_n,
    input clk,
    input rx,
    output [7:0] data,
    output en
    );
    parameter clkdiv = 434; 
    parameter clkdiv_offset = 217; 
    parameter S_PerStart = 0;  
    parameter S_Start = 1; 
    parameter S_D0 = 2;  
    parameter S_D1 = 3;
    parameter S_D2 = 4;
    parameter S_D3 = 5;
    parameter S_D4 = 6;
    parameter S_D5 = 7;
    parameter S_D6 = 8;
    parameter S_D7 = 9;
    parameter S_Stop = 10; 
    parameter S_ZeroEn = 11; 
    reg [9:0]counter = 0;
    reg [3:0]state = S_PerStart;
    reg enr = 0;
    reg [7:0]da;
    assign en = enr;
    assign data = da;
    always @ (posedge clk) begin
      if(!rst_n)begin
        counter <= 0;
        state <= S_PerStart;
        enr <= 0;
      end else begin
        case(state)
          S_PerStart:begin
            if(rx == 0) begin   
              state <= S_Start;
              counter <= 0;
            end
          end
          S_Start:begin
            if(rx == 1)  
              state <= S_PerStart;
            else begin
              if(counter < clkdiv_offset)  
                counter <= counter + 1'b1;
              else begin   
                counter <= 0;
                state <= S_D0;
              end
            end
          end
          S_D0:begin
            if(counter >= clkdiv) begin
              counter <= 0;
              state <= S_D1;
              da[0] <= rx;
            end else
              counter <= counter + 1'b1;
          end
          S_D1:begin
            if(counter >= clkdiv) begin
              counter <= 0;
              state <= S_D2;
              da[1] <= rx;
            end else
              counter <= counter + 1'b1;
          end
          S_D2:begin
            if(counter >= clkdiv) begin
              counter <= 0;
              state <= S_D3;
              da[2] <= rx;
            end else
              counter <= counter + 1'b1;
          end
          S_D3:begin
            if(counter >= clkdiv) begin
              counter <= 0;
              state <= S_D4;
              da[3] <= rx;
            end else
              counter <= counter + 1'b1;
          end
          S_D4:begin
            if(counter >= clkdiv) begin
              counter <= 0;
              state <= S_D5;
              da[4] <= rx;
            end else
              counter <= counter + 1'b1;
          end
          S_D5:begin
            if(counter >= clkdiv) begin
              counter <= 0;
              state <= S_D6;
              da[5] <= rx;
            end else
              counter <= counter + 1'b1;
          end
          S_D6:begin
            if(counter >= clkdiv) begin
              counter <= 0;
              state <= S_D7;
              da[6] <= rx;
            end else
              counter <= counter + 1'b1;
          end
          S_D7:begin
            if(counter >= clkdiv) begin
              counter <= 0;
              state <= S_Stop;
              da[7] <= rx;
            end else
              counter <= counter + 1'b1;
          end
          S_Stop:begin
            if(counter >= clkdiv) begin
              counter <= 0;
              if(rx == 1) begin 
                enr <= 1;
                state <= S_ZeroEn;
              end else  
                state <= S_PerStart;
            end else
              counter <= counter + 1'b1;
          end
          S_ZeroEn:begin
            state <= S_PerStart;
            enr <= 0;
          end
          default:state <= S_PerStart;
        endcase
      end
    end
endmodule
File: flow/config.mk
export PLATFORM = sky130hd
export DESIGN_NAME = cy_rx
export DESIGN_NICKNAME = cy_rx
export VERILOG_FILES = /design/flow/design.v
export SDC_FILE = /design/flow/constraint.sdc
export NUM_CORES = 4
export LEC_CHECK = 1
export CORE_AREA = 10 10 99 99
export DIE_AREA = 0 0 109 109
File: flow/constraint.sdc
current_design cy_rx

set clk_period 2.2
set clk_io_pct 0.2

create_clock -name clk0 -period $clk_period [get_ports {clk}]

set non_clock_inputs [all_inputs -no_clocks]
set_input_delay [expr $clk_period * $clk_io_pct] -clock clk0 $non_clock_inputs
set_output_delay [expr $clk_period * $clk_io_pct] -clock clk0 [all_outputs]
File: flow/run.sh
#!/bin/bash
# OpenROAD 26Q1-2900-gdf79404cd8, Yosys 0.63+post, stock flow scripts
make -C /OpenROAD-flow-scripts/flow DESIGN_CONFIG=/design/flow/config.mk WORK_HOME=/design/flow/orfs finish
==> impl_metrics.json <==
{
  "drt_pass1_iterations": 4,
  "io_pins": 12,
  "clockPowerShare_pct": 24.8,
  "flop_cell": "dfxtp_1",
  "clk_pin_slew_ns": 0.08,
  "core_area_um2": 7730,
  "tightest_slew_ns": 0.507,
  "cts_tree": "built",
  "tool_warnings": 27,
  "synth-edff-count": 8,
  "met3_length_um": 112,
  "synth_area_um2": 1260,
  "postLayoutCellArea_um2": 1580,
  "net-switching-power_uw": 316,
  "ys.flops": 23,
  "place_hpwl_um": 1870,
  "via_per_inst": 4.13,
  "fmax_ghz": 0.535,
  "syn_inst": 135,
  "io_buffers": 11,
  "routed_wl_um": 2600,
  "topCellsByArea": "dfxtp_1 (24%), edfxtp_1 (19%), nor2_1 (4.5%), nand2_1 (3.3%), ha_1 (3.0%)",
  "h-tree-depth": 1,
  "die_x_um": 109,
  "comb_power_share_pct": 28.2,
  "min_period_ns": 1.87,
  "fin_crit_sh_pct": 85.0,
  "avgSynthCellArea_um2": 9.31,
  "n_fill_cell": 841,
  "wl_per_cell_um": 10.2,
  "p_per_area_nw_per_um2": 662,
  "clockBufferDepth": 2,
  "holdPathEnd": "enr$_SDFFE_PN0P_",
  "rr_endpoint": "state[1]$_SDFFE_PN0P_",
  "n_antenna_cell": 0,
  "hold_viol": 0,
  "rsz0062_at_grt": "false",
  "cts.hold.buffers_added": 0,
  "core_util_floorplan_pct": 16.3,
  "r2r-start": "state[2]$_SDFFE_PN0P_",
  "p_leak_uw": 0.000496,
  "route.detailed.drc": 0,
  "ys_warn_count": 1,
  "pre_cts_slack_ns": 0.0655,
  "crit_slowest_cell": "or4b_4",
  "synth_stat.cells": 135,
  "hold_path_startpoint": "enr$_SDFFE_PN0P_",
  "num_vias": 1050,
  "finalCoreUtilization_pct": 20.4,
  "power_frac_seq_pct": 47.0,
  "critPathMaxStageDelay_ns": 0.50,
  "yosys-stat-area_um2": 1260,
  "grt_pass1_wl_um": 4520,
  "wl_met2_um": 1180,
  "yosysTopAreaCell": "dfxtp_1",
  "postSynthSeqShare_pct": 43.0,
  "fin_skew_ns": 0.00144,
  "synthTopCellsByCount": "dfxtp_1 (15), nor2_1 (15), nand2_1 (11)",
  "post_cts_buffers": 0,
  "place.gp.congestion": 0.844,
  "p_sw_share_pct": 30.3,
  "hold_path.class": "reg2reg",
  "dieArea_um2": 11900,
  "crit_start": "state[2]$_SDFFE_PN0P_",
  "worstPathRequired_ns": 2.39,
  "setup_ws_ns": 0.330,
  "root_buffer": "clkbuf_8",
  "cp_max_fo": 11,
  "top_layer_used": "met4",
  "worstSetupPathType": "reg2reg",
  "area_growth_pct": 25.3,
  "gr-total-overflow": 0,
  "worstPathArrival_ns": 2.06,
  "setup-violations-final": 0,
  "drv_cap": 0,
  "endpoint_kind": "flip-flop",
  "num_rows": 32,
  "crit_path_start_kind": "flip-flop",
  "whs_path_depth": 2,
  "ys_types": 46,
  "clk_latency_ns": 0.26,
  "reg2reg_depth": 5,
  "crit_path_cell_trace": "nor2_1, or4b_4, a31oi_4, a211o_2, mux2i_1",
  "p_int_uw": 727,
  "drive_gt1_share_pct": 13.8,
  "reg2reg_slack_ns": 0.33,
  "drt_iter0_markers": 32,
  "grt_usage_pct": 4.36,
  "cts_num_sinks": 23,
  "cp_num_buf_inv": 0,
  "relSlewSlack_pct": 66.0,
  "grt_max_degree": 13,
  "top_area_share_pct": 23.9,
  "finalSetupTns_ns": 0,
  "crit_family": "simple AND/OR/NAND/NOR gates",
  "postPlaceCellArea_um2": 1530,
  "cts_resized": 0,
  "cts_made_buffers": 3,
  "drtAntennaViolNets": 0,
  "slew_viol_final": 0,
  "first_global_vias": 961,
  "status": "complete, no violations",
  "peakVddDrop_mv": 0.191,
  "die_h_um": 109,
  "met1_length_um": 1280,
  "synthArstFlopShare_pct": 0,
  "antenna_found_initial": 0
}
[per-stage QoR]
| stage | total power (uW) | instances | hold WS [ns] |
|---|---|---|---|
| finish | 1040 | 254 | 0.494 |
| global route | 1100 | 254 | 0.523 |
| CTS | 1050 | 254 | 0.505 |
| detailed placement | 789 | 250 | 0.480 |
| global placement | 790 | 250 | 0.481 |
| floorplan | 706 | 135 | 0.428 |
[state kept, by name (all words and copies together), names as in the netlist]
name / count
enr: 1
da: 8
state: 4
counter: 10
[metal layers]
metal	vias to the layer above	global-route usage [%]
met3	2	0.478
li1	525	-
met5	-	0
met2	28	6.77
met4	0	0.659
met1	495	6.51
[cells in the final DEF (no fill, tap or decap), types with 2 or more instances in the layout]
cell and instances:
nor2_1 15, nor3b_1 2, mux2i_1 3, nand2b_1 4, inv_1 5, nor4_1 3, a21oi_1 5, nand4_1 3
a21boi_1 2, dfxtp_1 15, xor2_1 2, buf_4 9, nor3_1 7, o211ai_1 3, o21ai_0 3, a2bb2oi_1 2
nor2b_1 2, edfxtp_1 8, clkdlybuf4s50_1 11, ha_1 3, nand3_1 5, nand2_1 11, xnor2_1 4, clkbuf_8 3
[cell type report]
class	instances	area, um2	area share [%]
clock buffers	4	45.0	2.86
well taps	102	128	8.10
multi-input cells	100	666	42.3
repair buffers	20	178	11.3
flip-flops and latches	23	541	34.3
inverters	5	18.8	1.19
[worst max path at each step]
stage         cells after the start                      end
CTS                               7  counter[7]$_SDFFE_PN0P_
global route                      8  counter[3]$_SDFFE_PN0P_
finish                            5    state[1]$_SDFFE_PN0P_
[worst register-to-register path, delay by kind of cell, from the launching register on]
family / cells / cell delay [ns]
AOI/OAI and AO/OA: 2 / 0.50
and+or+nand+nor: 2 / 0.72
DFF: 1 / 0.41
muxes: 1 / 0.18
[logic make-up after synthesis]
group,count (synthesis),share of synthesized area (%)
xor gates and xnor gates,6,4.18
buffers and inverters,12,4.08
AOI/OAI and AO/OA,28,17.4
muxes,3,2.39
adders and majority gates,3,2.99
and+or+nand+nor,60,26.0
DFF,23,43.0
[power groups by stage]
stage / combinational (uW) / clock, uW / sequential, uW
after CTS: 293 / 269 / 490
after global routing: 320 / 284 / 495
final: 294 / 258 / 490
Power is estimated from default activity; no workload was simulated.

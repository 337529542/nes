### flow/config.mk
export PLATFORM = sky130hd
export DESIGN_NAME = BUS_RAM_Small
export DESIGN_NICKNAME = BUS_RAM_Small
export VERILOG_FILES = /design/flow/design.v
export SDC_FILE = /design/flow/constraint.sdc
export NUM_CORES = 4
export LEC_CHECK = 1
export CORE_UTILIZATION = 30
### flow/constraint.sdc
current_design BUS_RAM_Small

set clk_period 4.0
set clk_io_pct 0.2

create_clock -name clk0 -period $clk_period [get_ports {clk}]

set non_clock_inputs [all_inputs -no_clocks]
set_input_delay [expr $clk_period * $clk_io_pct] -clock clk0 $non_clock_inputs
set_output_delay [expr $clk_period * $clk_io_pct] -clock clk0 [all_outputs]
### flow/design.v
`timescale 1ns / 1ps
module BUS_RAM_Small(
    input [15:0] Addr,
    output [7:0] RData,
    input [7:0] WData,
    input Cmd,
    input RW,
    output Finish,
    input clk,
    input rst_n
    );
    parameter S_Wait = 0;
    parameter S_Finish = 1;
    reg state = S_Wait;
    reg [7:0]mem[0:15];
    reg fin = 0;
    assign Finish = fin;
    reg [7:0]da;
    assign RData = da;
    always @ (posedge clk) begin
      if (!rst_n) begin
        fin <= 0;
        state <= S_Wait;
      end else begin
        case(state)
        S_Wait:begin
          if(Cmd && (Addr[15:4] == 0)) begin
            state <= S_Finish;
            if(RW == 1) begin  
              mem[Addr[3:0]] <= WData;
              fin <= 1;
            end else begin   
              da <= mem[Addr[3:0]];
              fin <= 1;
            end
          end
        end
        S_Finish:begin
          state <= S_Wait;
          fin <= 0;
        end
        endcase
      end
    end
endmodule
### flow/run.sh
#!/bin/bash
# OpenROAD 26Q1-2900-gdf79404cd8, Yosys 0.63+post, stock flow scripts
make -C /OpenROAD-flow-scripts/flow DESIGN_CONFIG=/design/flow/config.mk WORK_HOME=/design/flow/orfs finish
==> qor.txt <==
H-tree levels = 4
CP peak stage delay = 0.85 ns
vias in the first global route = 2942
top_reg_cell synth = edfxtp_1
post-DP HPWL = 7180 um
fin crit period = 2.70 ns
critical path's most frequent cell = buf_4
FF-to-FF Start = state
# IOs = 37
Core Box Area = 17400 sq um
Worst-path clk slew = 0.05 ns
worst setup path startpoint = Addr[1]
CP max FO = 12
Initial Util = 30.9%
fmax = 0.370 GHz
drt pass-1 iters = 4
Die Wd = 136 um
synth cell count leaders = edfxtp_1, mux4_2, a22oi_1, nand2_1, nor2_1
Post-synth EDFFs = 136
routability cong. = 0.788
crit share post-route = 67.5%
final worst slack = 1.30 ns
leak pwr = 2.07 nW
largest net degree at the start of global routing = 22
# Cells Yosys = 250
OpenROAD warning count = 25
ys async rst share = 0%
family with the most delay on the worst path = buffers and inverters
Synthesized registers = 138
Seq share, synth = 77.0%
grt total ovfl = 0
Req. time, crit path = 4.15 ns
pwr dens = 481 nW/um^2
Startpoint Class = input pin
Final Instance Area = 6670 sq um
share of cells above drive strength 1 = 26.9%
outcome = finished, final reports clean
post-synth top area cell = edfxtp_1
post-place setup slack = 0.879 ns
final hold vios = 0
distinct lib cells = 25
synthesized area per cell = 21.4 sq um
synth top area cells = edfxtp_1, mux4_2, a22oi_1, nor4_4, nand2_1
number of max-cap violations = 0
DR iter-0 viols = 148
synthesized instance count = 250
clk root buf = clkbuf_16
DRT antenna net count = 0
height of the chip = 136 um
Worst Tran Pin Value = 0.741 ns
Slew HR = 50.5%
critical path start-end classification = input pin to flip-flop
post-CTS setup buffer count = 0
worst-path cell chain = clkdlybuf4s50_1 -> buf_4 -> buf_4 -> mux4_2 -> a22oi_1 -> nand2_1
most frequent cell after synthesis = edfxtp_1
synthesis-to-layout area growth = 24.6%
final wirelength = 10700 um
CTS buffer count = 17
Syn Std Cell Area = 5360 sq um
number of setup violations in the final report = 0
CTS tree = built
worst path bufs/invs = 3
Clock Sinks = 138
Worst Hold Class = flip-flop to flip-flop
Hold Path Origin = fin
antenna violations before repair = 0
PostCTS Resize Cnt = 0
Slowest cell on crit path = clkdlybuf4s50_1
Placed Cells = 518
flop2flop setup slack = 2.27 ns
final setup TNS = 0 ns
final clock skew = 0.00599 ns
# DRC = 0
Yosys Chip Area = 5360 sq um
fillcell total = 1522
clock buffer depth = 2
Critical Path End Type = flip-flop
vias per cell = 4.91
Area leader share = 76.2%
Post-DP Area = 6110 sq um
vias = 2697
num rows = 48
CP arrival = 2.85 ns
die area = 18400 sq um
Peak VDD IR = 247 uV
Synth Warn # = 1
Finished Core Util = 38.5%
final cell count without fillers = 549
Total GRT Usage = 13.4%
post-DR wirelength/cell = 19.5 um
Port Buf Inserts = 36
antenna cell count = 0
max-slew violations = 0
Hold-fix buffers, CTS = 0
clk latency of the worst-skew pair = 0.41 ns
first-pass GRT wire length = 16600 um
RSZ-0062 raised after global routing = no
path summary, 6_finish.rpt:
kind	cells after the start	to
worst max-delay path	6	da[4]
worst min-delay path	2	fin
worst max register to register	4	mem[11][4]
worst min register to register	2	fin
area by class of cell:
cell class | count | area (sq um) | area share (%)
Sequential cell | 138 | 4120 | 61.8
Multi-Input combinational cell | 99 | 1200 | 17.9
Timing Repair Buffer | 56 | 505 | 7.57
Clock buffer | 20 | 437 | 6.54
Tap cell | 225 | 282 | 4.22
Clock inverter | 11 | 129 | 1.93
where the power goes:
part           leakage [nW]  switching, mW  total, mW  internal (mW)
Clock                 0.276          0.523       1.49          0.963
Combinational         0.552         0.0715      0.134         0.0622
Sequential             1.24     0.00000251       1.59           1.59
Total                  2.07          0.594       3.21           2.62
layer usage:
metal	GRT usage, %	up-vias	share of wire (%)
li1	-	1186	-
met1	16.8	1350	38
met2	20.3	152	47
met3	9.01	9	14
met4	1.94	0	1.1
met5	0	-	0
worst min-delay path, delay by kind of cell (launching register included):
kind	cells	cell delay (ns)
flops	1	0.30
simple gates	1	0.09
compound gates	1	0.06
state kept, by name (all words and copies together), names as in the netlist:
| name | cells |
|---|---|
| state | 1 |
| da | 8 |
| mem | 128 |
| fin | 1 |
logic make-up after synthesis:
logic type	share of synthesized area, %
buffers and inverters	1.38
DFF	77.0
muxes	13.5
AOI/OAI and AO/OA	2.34
and+or+nand+nor	5.86
cells in the final DEF (no fill, tap or decap), drive strengths merged, types with 3 or more instances in the layout:
cell and instances:
edfxtp 136, a22oi 16, clkinv 7, nor2 8
clkdlybuf4s50 35, bufinv 3, nor3 3, nor2b 3
clkbuf 20, nand2 11, nand4 4, buf 21
nor4 9, nand4b 3, mux4 32
stage by stage:
stage	power (mW)	hold slack (ns)
detailed placement	1.76	0.487
CTS	3.24	0.506
global placement	1.75	0.474
floorplan	1.69	0.439
global route	3.30	0.509
finish	3.21	0.506
Power is estimated from default activity; no workload was simulated.

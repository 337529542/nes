$ cat run.sh
#!/bin/bash
# OpenROAD 26Q1-2900-gdf79404cd8, Yosys 0.63+post, stock flow scripts
make -C /OpenROAD-flow-scripts/flow DESIGN_CONFIG=/design/flow/config.mk WORK_HOME=/design/flow/orfs finish
$ cat config.mk
export PLATFORM = sky130hd
export DESIGN_NAME = BusHub
export DESIGN_NICKNAME = BusHub
export VERILOG_FILES = /design/flow/design.v
export SDC_FILE = /design/flow/constraint.sdc
export NUM_CORES = 4
export LEC_CHECK = 1
export CORE_UTILIZATION = 30
$ cat constraint.sdc
current_design BusHub

set clk_period 3.5
set clk_io_pct 0.2

create_clock -name clk0 -period $clk_period [get_ports {clk}]

set non_clock_inputs [all_inputs -no_clocks]
set_input_delay [expr $clk_period * $clk_io_pct] -clock clk0 $non_clock_inputs
set_output_delay [expr $clk_period * $clk_io_pct] -clock clk0 [all_outputs]
$ cat design.v
`timescale 1ns / 1ps
module BusHub(
    input rst_n,
    input clk,
    input [15:0] In1_Addr,
    input [15:0] In2_Addr,
    output [7:0] In1_RData,
    output [7:0] In2_RData,
    input [7:0] In1_WData,
    input [7:0] In2_WData,
    input In1_RW,
    input In2_RW,
    input In1_Cmd,
    input In2_Cmd,
    output In1_Finish,
    output In2_Finish,
    output [15:0] O_Addr,
    input [7:0] O_RData,
    output [7:0] O_WData,
    output O_RW,
    output O_Cmd,
    input O_Finish
    );
    reg cmd1 = 0;
    reg cmd2 = 0;
    reg cmd = 0;
    reg [15:0] addr1;
    reg [15:0] addr2;
    reg [7:0] rdata1;
    reg [7:0] rdata2;
    reg [7:0] wdata1;
    reg [7:0] wdata2;
    reg rw1;
    reg rw2;
    reg fin1 = 0;
    reg fin2 = 0;
    reg channel = 0; 
    assign O_Addr = channel ? addr2 : addr1;
    assign O_WData = channel ? wdata2 : wdata1;
    assign O_RW = channel ? rw2 : rw1;
    assign In1_Finish = fin1;
    assign In2_Finish = fin2;
    assign In1_RData = rdata1;
    assign In2_RData = rdata2;
    assign O_Cmd = cmd;
    parameter S_Wait = 0;
    parameter S_BUSBusy = 1;
    parameter S_Finish = 2;
    reg [1:0] state = S_Wait;
    always @ (posedge clk) begin
      if (!rst_n) begin
        cmd1 <= 0;
        cmd2 <= 0;
        cmd <= 0;
        channel <= 0;
        state <= S_Wait;
        fin1 <= 0;
        fin2 <= 0;
      end else begin
        if(In1_Cmd)begin
          cmd1 <= 1;
          addr1 <= In1_Addr;
          wdata1 <= In1_WData;
          rw1 <= In1_RW;
        end
        if(In2_Cmd)begin
          cmd2 <= 1;
          addr2 <= In2_Addr;
          wdata2 <= In2_WData;
          rw2 <= In2_RW;
        end
        case(state)
          S_Wait:begin
            if(cmd1)begin
              cmd1 <= 0;
              channel <= 0;
              state <= S_BUSBusy;
              cmd <= 1;
            end else if(cmd2) begin
              cmd2 <= 0;
              channel <= 1;
              state <= S_BUSBusy;
              cmd <= 1;
            end
          end
          S_BUSBusy:begin  
            cmd <= 0;
            if(O_Finish)begin
              state <= S_Finish;
              if(channel == 0)begin
                fin1 <= 1;
                rdata1 <= O_RData;
              end else begin
                fin2 <= 1;
                rdata2 <= O_RData;
              end
            end
          end
          S_Finish:begin
            state <= S_Wait;
            fin1 <= 0;
            fin2 <= 0;
          end
          default:state <= S_Wait;
        endcase
      end
    end
endmodule
==> ci_impl_report.md <==
### Metrics collected by this job

| Metric | Value |
|---|---|
| Status | `complete, no violations` |
| Final worst slack | `0.8436 ns` |
| Largest net degree at the start of global routing | `26` |
| Yosys Instances | `133` |
| CTS H-tree lvls | `3` |
| Setup violations, final | `0` |
| Wire length on met2 | `2246 um` |
| Max layer used | `met4` |
| Fin crit share | `75.90%` |
| Crit path capture type | `primary output` |
| Initial antenna violation count | `0` |
| Crit start category | `flip-flop` |
| Adder Area Share | `0%` |
| Latest clock arrival within the worst-skew pair | `0.33 ns` |
| P_leak | `0.001350 uW` |
| Final GP Congestion | `0.7671` |
| Syn_area_per_cell | `19.89 um^2` |
| RSZ-0062 raised after global routing | `no` |
| Place WS | `1.172 ns` |
| Wire length per cell | `14.27 um` |
| M1 wire length | `2196 um` |
| Worst Hold Class | `reg -> reg` |
| Post-Syn Instances | `133` |
| Most frequent cells in the layout | `clkdlybuf4s50_1 (106), edfxtp_1 (66), mux2_1 (25), clkbuf_8 (9), dfxtp_1 (8)` |
| Number of setup buffers added after CTS | `0` |
| Die area | `9196 um^2` |
| Via Count | `1560` |
| Std cell rows | `33` |
| Global-route wire length before repair | `7879 um` |
| Starting DRT DRC Count | `40` |
| Max-Cap Viols | `0` |
| FP Core Util | `31.56%` |
| Post-synth top area share | `74.93%` |
| Worst Hold Launch | `cmd` |
| WP data arrival | `1.96 ns` |
| Vias in the first global route | `1662` |
| Core area | `8382 um^2` |
| Hpwl dp | `3537 um` |
| Final tally of hold violations | `0` |
| CTS Sinks | `74` |
| Simple-gate share of the synthesized area | `4.163%` |
| Mux area share | `10.64%` |
| Worst slew pin tran | `0.4566 ns` |
| Setup Skew | `0.009409 ns` |
| Sequential cell area fraction in the yosys report | `80.98%` |
| Crit path max fanout | `19` |
| Fmax | `0.3764 GHz` |
| CTS tree | `yes` |
| Synth area leader | `edfxtp_1` |
| CP top delay family | `buffers and inverters` |
| DR DRC count | `0` |
| Die Y | `95.90 um` |
| Layout cell share with drive strength beyond 1 | `6.324%` |
| Routed Antenna Nets | `0` |
| DR vias/cell | `4.358` |
| Total I/O pin count | `107` |
| Worst-path cell chain | `buf_12 > mux2_1 > clkdlybuf4s50_1` |
| Main logic family | `multiplexers` |
| AO/OA Area Share | `2.271%` |
| Crit path buffers/inverters | `2` |
| Crit path DRT | `2.80 ns` |
| Setup_tns | `0 ns` |
| Most instantiated logic cell after routing | `clkdlybuf4s50_1` |
| Die width | `95.90 um` |
| Total tool warning count | `25` |
| Fill cell count | `739` |
| Ys flops | `74` |
| Post-synthesis cell type count | `24` |
| CTS max path bufs | `2` |
| Root Driver | `clkbuf_8` |
| Relative slew slack | `69.52%` |
| Synthesis area per yosys | `2645 um^2` |
| Routed wl met3 | `571 um` |
| Crit-path max cell delay | `0.60 ns` |
| Slowest library cell on the worst path | `dfxtp_1` |
| Kind of critical path | `reg -> out` |
| Buffers on Ports | `106` |
| Cell Pwr Density | `465.3 nW/um^2` |
| Worst Setup SP | `channel` |
| Slew Limit Fails | `0` |
| Cts hold-fix bufs | `0` |
| Pre-Repair DR Iteration Count | `4` |
| # diodes | `0` |
| Num CTS Buffers | `9` |
| Synthesized area | `2645 um^2` |
| Drt total wl | `5107 um` |
| Fin crit period | `2.656 ns` |
| Area grow syn2layout | `51.99%` |
| Clk slew on worst S/H paths | `0.07 ns` |
| YS warnings | `1` |
| Gr usage total | `12.45%` |
| VDD IR max | `273.4 uV` |
| Cts repair resizes | `0` |
| Total congestion overflow | `0` |
| Xor/xnor share | `0%` |
| R2r startpoint | `state[0]` |
| Synth top area cells | `edfxtp_1 (75%), mux2_1 (11%), dfxtp_1 (6.1%), and2_1 (0.95%), nor3_1 (0.57%)` |
## cell type report
cell class,count,area [um^2],area share (%)
tap,105,131.4,3.268
timing repair buffer,109,1096,27.26
multi-input combinational,50,451.7,11.24
sequential,74,2142,53.28
clock inverter,7,60.06,1.494
inverter,4,15.01,0.3735
clock buffer,9,123.9,3.081
## worst register-to-register path: stages, from the launching register on
cell and delay, ns:
dfxtp_1 0.51, and4b_1 0.28, and2_1 0.40
## cell usage after synthesis, drive strengths merged
| library cell | n |
|---|---|
| nor3b | 1 |
| nand2b | 2 |
| and2 | 4 |
| and4b | 1 |
| edfxtp | 66 |
| a221oi | 1 |
| buf | 5 |
| or3b | 1 |
| nor2 | 1 |
| inv | 4 |
| a2111oi | 1 |
| a31oi | 2 |
| mux2 | 25 |
| nand4b | 1 |
| nand4bb | 1 |
| dfxtp | 8 |
| nand2 | 2 |
| nor3 | 3 |
| a211oi | 1 |
| o21ai | 1 |
| a21oi | 1 |
| o21bai | 1 |
## power breakdown
group / internal [uW] / switching [uW] / total (uW)
clock network: 319 / 293 / 612
registers: 1020 / 23.1 / 1040
logic: 160 / 57.6 / 217
## stage by stage
step	utilization [%]	area (um^2)	power, uW	std cells	hold WS [ns]
finish	47.96	4020	1870	358	0.4690
global route	47.96	4020	1956	358	0.4862
CTS	47.96	4020	1900	358	0.4782
detailed placement	45.77	3836	1281	342	0.4667
global placement	45.77	3836	1283	342	0.4664
floorplan	-	2645	1114	133	0.4276
## path summary, 6_finish.rpt
kind / end / slack (ns) / cells after the start
worst max-delay path: O_Addr[15] / 0.84 / 3
worst max register to register: rdata2[4] / 1.97 / 2
worst min-delay path: cmd / 0.47 / 2
worst min register to register: cmd / 0.47 / 2
## logic make-up after synthesis
group | count (synthesis)
flops | 74
mux | 25
buf+inv | 9
compound gates | 8
simple gates | 17
## metal layers
layer | track usage, % | up-vias
li1 | - | 744
met1 | 18.23 | 727
met2 | 18.15 | 80
met3 | 6.185 | 9
met4 | 2.114 | 0
met5 | 0 | -
## flip-flops by register name, indices dropped and copies added, names as in the netlist
register,cells
wdata1,8
wdata2,8
addr1,16
cmd2,1
cmd1,1
rw1,1
rdata1,8
rdata2,8
channel,1
fin1,1
cmd,1
addr2,16
rw2,1
fin2,1
state,2
Power and IR drop assume default switching activity.
